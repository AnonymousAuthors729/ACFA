File: flow/design.v
module  acfa_memory (
    per_dout,                        
    ER_min,                           
    ER_max,                           
    mclk,                            
    per_addr,                        
    per_din,                         
    per_en,                          
    per_we,                          
    cflow_logs_ptr_din,              
    cflow_src,                       
    cflow_dest,                      
    cflow_hw_wen,                    
    puc_rst                          
);
output      [15:0] per_dout;         
output      [15:0] ER_min;                           
output      [15:0] ER_max;                           
input              mclk;             
input       [13:0] per_addr;         
input       [15:0] per_din;          
input              per_en;           
input        [1:0] per_we;           
input              puc_rst;          
input       [15:0] cflow_logs_ptr_din;   
input       [15:0] cflow_src;            
input       [15:0] cflow_dest;           
input              cflow_hw_wen;         
parameter       [14:0] METADATA_BASE_ADDR = CHAL_BASE_ADDR+CHAL_SIZE;     
parameter       [13:0] METADATA_PER_ADDR = METADATA_BASE_ADDR[14:1];                 
parameter              METADATA_SIZE = 6; 
parameter              DEC_WD      =  3;                  
parameter [DEC_WD-1:0] ERMIN      =  'h0,              
                       ERMAX      =  'h1,              
                       CLOGP      =  'h2;              
parameter              DEC_SZ      =  (1 << DEC_WD);        
parameter [DEC_SZ-1:0] BASE_REG   =  {{DEC_SZ-1{1'b0}}, 1'b1};
parameter [DEC_SZ-1:0] ERMIN_D  = (BASE_REG << ERMIN),  
                       ERMAX_D  = (BASE_REG << ERMAX),
                       CLOGP_D  = (BASE_REG << CLOGP);
wire              reg_sel      =  per_en & (per_addr[13:DEC_WD-1]==METADATA_BASE_ADDR[14:DEC_WD]);
wire [DEC_WD-1:0] reg_addr     =  {1'b0, per_addr[DEC_WD-2:0]};
wire [DEC_SZ-1:0] reg_dec      = (ERMIN_D  &  {DEC_SZ{(reg_addr==ERMIN)}}) |
                                 (ERMAX_D  &  {DEC_SZ{(reg_addr==ERMAX)}}) |
                                 (CLOGP_D  &  {DEC_SZ{(reg_addr==CLOGP)}});
wire              reg_write =  |per_we & reg_sel;
wire              reg_read  = ~|per_we & reg_sel;
wire [DEC_SZ-1:0] reg_wr    = reg_dec & {512{reg_write}};
wire [DEC_SZ-1:0] reg_rd    = reg_dec & {512{reg_read}};
reg  [15:0] ermin;
wire        ermin_wr  = reg_wr[ERMIN];
wire [15:0] ermin_nxt = per_din;
always @ (posedge mclk or posedge puc_rst)
  if (puc_rst)        ermin <=  16'h0;
  else if (ermin_wr)  ermin <=  ermin_nxt; 
reg  [15:0] ermax;
wire       ermax_wr  = reg_wr[ERMAX];
wire [15:0] ermax_nxt = per_din;
always @ (posedge mclk or posedge puc_rst)
if (puc_rst)        ermax <=  16'h0;
else if (ermax_wr) ermax <=  ermax_nxt;
reg   [15:0] cflow_logs_ptr; 
always @ (posedge mclk or posedge puc_rst)
if (puc_rst)        cflow_logs_ptr <=  16'h0;
else                cflow_logs_ptr <=  cflow_logs_ptr_din;
parameter       [14:0] BASE_ADDR   = 15'h0180; 
parameter              CHAL_SIZE  =  32;             
parameter              CHAL_ADDR_MSB   = 3;          
parameter       [14:0] CHAL_BASE_ADDR = BASE_ADDR;               
parameter       [13:0] CHAL_PER_ADDR  = CHAL_BASE_ADDR[14:1];   
wire   [CHAL_ADDR_MSB:0] chal_addr_reg = per_addr-CHAL_PER_ADDR; 
wire                     chal_cen      = per_en & per_addr >= CHAL_PER_ADDR & per_addr < CHAL_PER_ADDR+(CHAL_SIZE*8/16);
wire    [15:0]           chal_dout;
wire    [1:0]            chal_wen      = per_we & {2{per_en}};
chalmem #(CHAL_ADDR_MSB, CHAL_SIZE)
challenges (  
    .ram_dout    (chal_dout),            
    .ram_addr    (chal_addr_reg),        
    .ram_cen     (~chal_cen),            
    .ram_clk     (mclk),                 
    .ram_din     (per_din),              
    .ram_wen     (~chal_wen)             
);
wire [15:0]           chal_rd = chal_dout & {16{chal_cen & ~|per_we}};
parameter               CFLOW_LOGS_ADDR_MSB   =   7;
parameter               CFLOW_LOGS_SIZE   =  16'h0080;      
parameter       [14:0] CFLOW_LOGS_BASE_ADDR = 14'h01b0; 
parameter       [13:0] CFLOW_LOGS_PER_ADDR  = CFLOW_LOGS_BASE_ADDR[14:1];
wire  [CFLOW_LOGS_ADDR_MSB:0]       cflow_addr_reg  =  {1'b0, 1'b0, per_addr-CFLOW_LOGS_PER_ADDR};
wire                                cflow_cen       = per_en & per_addr >= CFLOW_LOGS_PER_ADDR 
                                                        & per_addr < CFLOW_LOGS_PER_ADDR+CFLOW_LOGS_SIZE;
wire    [15:0]                      cflow_dout;
logger logs (   
    .ram_dout    (cflow_dout),            
    .read_addr     (cflow_addr_reg),        
    .write_addr    (cflow_logs_ptr_din-16'h2),        
    .ram_cen     (~cflow_cen),            
    .ram_clk     (mclk),                 
    .ram_din1     (cflow_src),              
    .ram_din2     (cflow_dest),              
    .ram_wen     (cflow_hw_wen)             
);
wire [15:0]           cflow_rd       = cflow_dout & {16{cflow_cen & ~|per_we}};
initial begin
    ermin <= 16'haa11; 
    ermax <= 16'habcd;
    cflow_logs_ptr <= 16'h0000;
end
wire [15:0] ermin_rd     = ermin             & {16{reg_rd[ERMIN]}};
wire [15:0] ermax_rd     = ermax             & {16{reg_rd[ERMAX]}};
wire [15:0] cflow_logs_ptr_rd     = cflow_logs_ptr & {16{reg_rd[CLOGP]}};
wire [15:0] per_dout  =  ermin_rd  |
                         ermax_rd  |
                         cflow_logs_ptr_rd |
                         chal_rd   |
                         cflow_rd;
wire [15:0] ER_min = ermin;
wire [15:0] ER_max = ermax;
endmodule 
module chalmem (
    ram_dout,                       
    ram_addr,                       
    ram_cen,                        
    ram_clk,                        
    ram_din,                        
    ram_wen                         
);
parameter ADDR_MSB   =  6;          
parameter MEM_SIZE   =  256;        
output      [15:0] ram_dout;        
input [ADDR_MSB:0] ram_addr;        
input              ram_cen;         
input              ram_clk;         
input       [15:0] ram_din;         
input        [1:0] ram_wen;         
(* ram_style = "block" *) reg         [15:0] mem [0:(MEM_SIZE/2)-1]; 
reg         [ADDR_MSB:0] ram_addr_reg;
wire        [15:0] mem_val = mem[ram_addr];  
integer i;
initial 
    begin
        for(i=0; i<MEM_SIZE; i=i+1)
        begin
            mem[i] <= 0;
        end
        ram_addr_reg <= 0;
    end
always @(posedge ram_clk)
    begin
        ram_addr_reg <= ram_addr;
        if (~ram_cen & ram_addr<(MEM_SIZE/2))
        begin
            if      (ram_wen==2'b00) mem[ram_addr]        <= ram_din;
            else if (ram_wen==2'b01) mem[ram_addr][15:8]  <= ram_din[15:8];  
            else if (ram_wen==2'b10) mem[ram_addr][7:0]   <= ram_din[7:0];  
        end
    end
assign ram_dout = mem[ram_addr_reg];
endmodule  
module logger (
    ram_dout,                       
    read_addr,                       
    write_addr,                       
    ram_cen,                        
    ram_clk,                        
    ram_din1,                       
    ram_din2,                       
    ram_wen                         
);
parameter MEM_SIZE   =  256;        
parameter ADDR_MSB   =  7;          
output      [15:0] ram_dout;        
input [ADDR_MSB:0] read_addr;         
input [ADDR_MSB:0] write_addr;        
input              ram_cen;           
input              ram_clk;           
input       [15:0] ram_din1;          
input       [15:0] ram_din2;          
input        [1:0] ram_wen;           
(* ram_style = "block" *) reg         [15:0] mem [0:(MEM_SIZE/2)-1]; 
reg         [ADDR_MSB:0] ram_addr_reg;
reg        [15:0] mem_val;
integer i;
initial 
    begin
        for(i=0; i<MEM_SIZE; i=i+1)
        begin
            mem[i] <= 0;
        end
        ram_addr_reg <= 0;
        mem_val <=  mem[0];
    end
always @(posedge ram_clk)
    begin
        if (ram_wen & write_addr<MEM_SIZE/2)
        begin
            mem[write_addr]             <= ram_din1;
            mem[write_addr+1'b1]        <= ram_din2;
        end
    end
assign ram_dout = mem[read_addr] & {16{~ram_cen}};
endmodule  
File: flow/config.mk
export PLATFORM = sky130hd
export DESIGN_NAME = acfa_memory
export DESIGN_NICKNAME = acfa_memory
export VERILOG_FILES = /design/flow/design.v
export SDC_FILE = /design/flow/constraint.sdc
export NUM_CORES = 4
export LEC_CHECK = 1
export CORE_UTILIZATION = 50
File: flow/run.sh
#!/bin/bash
# OpenROAD 26Q1-2900-gdf79404cd8, Yosys 0.63+post, stock flow scripts
make -C /OpenROAD-flow-scripts/flow DESIGN_CONFIG=/design/flow/config.mk WORK_HOME=/design/flow/orfs finish
File: flow/constraint.sdc
current_design acfa_memory

set clk_period 11.5
set clk_io_pct 0.2

create_clock -name clk0 -period $clk_period [get_ports {mclk}]

set non_clock_inputs [all_inputs -no_clocks]
set_input_delay [expr $clk_period * $clk_io_pct] -clock clk0 $non_clock_inputs
set_output_delay [expr $clk_period * $clk_io_pct] -clock clk0 [all_outputs]
==> Changelog: implementation <==
### Physical design

* Synthesized flop and latch total at 2356
* Grt ovf at 0
* OpenROAD warnings at 35
* Clock latency (worst-skew pair) at 0.94 ns
* Clk slew on worst S/H paths at 0.06 ns
* CTS HTree Levels at 5
* Final Setup Violations at 0
* Compound Share, Synth at 10.4%
* Biggest regs: logs.mem: 2048 flops, challenges.mem: 256 flops
* HP Start: ermax[11]
* Setup Buffers After CTS at 0
* Commonest cells in the netlist: 2304 x edfxtp_1, 1152 x nand2_1, 1074 x o211ai_1, 1070 x mux2_2, 741 x clkbuf_1
* Final setup TNS at 0 ns
* Port buffer count at 131
* Mapped Cells at 8392
* WL per Instance at 41.2 um
* Placed insts at 11200
* Post-DP HPWL at 305 mm
* Area share, top type at 57.9%
* Yosys Chip Area at 119000 sq um
* Average size of a mapped cell at 14.2 sq um
* Most Crowded Layer GR: met2
* Chip area at 241000 sq um
* Iteration-0 DRC Markers at 7274
* CTS tree: yes
* IO Count at 132
* Fa+ha+maj area frac at 0.0629%
* Clock Sinks at 2356
* Leading area contributor after synthesis: edfxtp_1
* M3 GR Usage at 32.9%
* Synth async-reset ratio at 2.04%
* Drt pass-1 iters at 8
* Synth logic family: multiplexers
* Die Span X at 491 um
* Critical path launch point: per_addr[4]
* Overall Global Routing Usage at 44.3%
* Seq share, synth at 59.0%
* Mux share at 21.2%
* Longest Clk Path Bufs at 4
* Synth unique cells at 85
* Min-Delay Path Class: flip-flop to flip-flop
* WL final at 483 mm
* IR drop worst, VDD at 0.128 mV
* Leakage at 43.4 nW
* Post-synth area hogs: edfxtp_1 58%, mux2_2 10%, mux4_2 9.1%
* First-pass GRT wire length at 669 mm
* Antenna violations before repair at 28
* Worst setup EP type: output port
* Peak Freq at 103 MHz
* CTS root buf: clkbuf_16
* XORs/XNORs by Area at 0.107%
* Simple Share, Synth at 5.71%
* Largest net degree at the start of global routing at 132
* Setup Crit Path Kind: primary input to output port
* CP required at 9.20 ns
* Pwr dens at 148 nW/um^2
* Max cap viols at 0
* CP Launch Type: primary input
* RSZ-0062 raised after global routing: false
* Final Hold Vio Count at 0
* Met2 usage at 58.2%
* Hold WS at 0.536 ns
* Area grow syn2layout at 12.3%
* Largest register FFs at 2048
* Gpl congestion at 1.04
* Finished Layout Cells at 11700
* Final core occ at 56.4%
* ANT nets after route at 0
* CORE AREA at 238000 sq um
* Yosys cell count at 8392
* Slew Limit Fails at 0
* Clk_skew at 0 ns
* Filler cells at 18200
* Post-CTS Hold Buffers at 0
* Routed vias/inst at 7.07
* Period utilization at 84.1%
* Commonest flop: edfxtp_1
* Share of cells above drive strength 1 at 32.3%
* # DRC at 0
* Vias at 82800
* CP arrival at 7.37 ns
* Met1 Use GR at 55.2%
* Syn Std Cell Area at 119000 sq um
* Post-synth EDFFs at 2304
* Worst reg2reg path startpoint: ermin[6]
* CP max FO at 54
* Resize count post-CTS at 0
* Minimum clock period at 9.67 ns
* Slew headroom at 5.71%
* Cts bufs inserted at 280
* Worst Max-Slew Pin Slew at 1.40 ns
* Row count at 179
* Most common cell in the synthesized netlist: edfxtp_1
* Yosys warning total at 5
* Init Core Util at 50.3%
* Status: completed
* Vert. Die Dim at 491 um
* Vias in the first global route at 84800
* Largest register by flop count: logs.mem
==> cell usage in the layout, fill, tap and decap left out, types with 26 or more instances in the layout <==
cell type        netlist  routed
nand2_1             1152    1150
a221oi_1              32      32
nor2_1               102      97
nand3_1               42      42
o21ai_0               75      46
a22oi_1              144     144
o22ai_2                0     108
a21oi_1               91      79
mux2_2              1070    1070
nor3_1                27      27
clkdlybuf4s50_1        0      95
mux2i_1              232     231
buf_4                 58     572
nor3_4                37      37
clkinv_1               0      58
dfrtp_1               48      48
o22ai_1              161      53
clkinv_2               0      38
o211ai_1            1074    1074
clkbuf_1             741      58
mux4_2               481     481
o21ai_2                0      26
clkbuf_16              0     288
edfxtp_1            2304    2304
==> worst paths after layout <==
check	to	slack (ns)	cells past startpoint
setup / recovery	per_dout[5]	1.83	11
hold / removal	ermax[11]	0.54	1
setup reg to reg	ermin[6]	10.70	1
hold reg to reg	ermax[11]	0.54	1
max in group asynchronous	ermax[0]	9.23	3
min in group asynchronous	ermax[10]	1.83	3
==> per-layer routing <==
layer  up-vias  part of all wire, %
met5         -                 0.38
met2      6558                   43
met4        66                  6.9
li1      33500                    -
met1     41400                   31
met3      1395                   18
==> report_power, final <==
group	total [mW]	internal, mW	switching (mW)	leakage (nW)
Combinational	2.15	0.661	1.48	17.0
Clock	8.21	4.72	3.49	4.01
Sequential	9.53	9.51	0.0182	22.4
Total	19.9	14.9	4.99	43.4
==> layout make-up <==
cell class | instances | area [sq um] | area share (%)
Sequential cell | 2356 | 70500 | 52.5
Timing Repair Buffer | 685 | 5590 | 4.17
Inverter | 8 | 30.0 | 0.0224
Tap cell | 3167 | 3960 | 2.95
Clock buffer | 346 | 7420 | 5.54
Antenna cell | 16 | 40.0 | 0.0299
Clock inverter | 112 | 739 | 0.551
Multi-Input combinational cell | 5033 | 45900 | 34.2
==> worst max-delay path, stage by stage <==
cell	delay, ns
clkdlybuf4s50_1	0.53
ha_4	0.72
buf_12	0.48
nor2b_1	0.20
a22o_1	0.25
a221oi_1	0.23
o22ai_1	0.14
a2111oi_1	1.18
buf_4	0.28
a2111o_1	0.43
clkdlybuf4s50_1	0.57
==> cells by family after synthesis <==
group / Yosys count
DFF: 2356
adders and majority gates: 6
muxes: 1791
AOI/OAI and AO/OA: 1719
xor gates and xnor gates: 10
and+or+nand+nor: 1507
buffers and inverters: 1003
==> metrics by stage <==
| step | power, mW | setup WS [ns] | cell area [sq um] |
|---|---|---|---|
| 6_report | 19.9 | 1.83 | 134000 |
| 3_5_place_dp | 11.8 | 2.27 | 126000 |
| 2_1_floorplan | 10.9 | 4.57 | 119000 |
| 5_1_grt | 20.3 | 1.88 | 134000 |
| 4_1_cts | 19.9 | 2.26 | 134000 |
| 3_3_place_gp | 11.8 | 2.25 | 126000 |
Power is estimated from default activity; no workload was simulated.
